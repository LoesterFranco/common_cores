## flow/config.mk

```make
export PLATFORM = sky130hd
export DESIGN_NAME = armleo_mem_1rwm
export DESIGN_NICKNAME = armleo_mem_1rwm
export VERILOG_FILES = /design/flow/design.v
export SDC_FILE = /design/flow/constraint.sdc
export NUM_CORES = 4
export LEC_CHECK = 1
export CORE_UTILIZATION = 50
```

## flow/constraint.sdc

```tcl
current_design armleo_mem_1rwm

set clk_period 81.1
set clk_io_pct 0.2

create_clock -name clk0 -period $clk_period [get_ports {clk}]

set non_clock_inputs [all_inputs -no_clocks]
set_input_delay [expr $clk_period * $clk_io_pct] -clock clk0 $non_clock_inputs
set_output_delay [expr $clk_period * $clk_io_pct] -clock clk0 [all_outputs]
```

## flow/design.v

```verilog
module armleo_mem_1rw (clk, address, read, readdata, write, writedata);
    parameter DEPTH_LOG2 = 7;
    parameter WIDTH = 32;
    localparam DEPTH = 2**DEPTH_LOG2;
    input wire clk;
    input wire [DEPTH_LOG2-1:0] address;
    input wire read;
    output reg [WIDTH-1:0] readdata;
    input wire write;
    input wire [WIDTH-1:0] writedata;
reg [WIDTH-1:0] storage [DEPTH-1:0];
always @(posedge clk) begin
    if(write) begin
        storage[address] <= writedata;
    end
    if(read)
        readdata <= storage[address];
end
endmodule
module armleo_mem_1rwm (clk, address, read, readdata, write, writeenable, writedata);
	parameter DEPTH_LOG2 = 7;
	parameter WIDTH = 32;
	parameter GRANULITY = 8;
	localparam ENABLE_WIDTH = WIDTH/GRANULITY;
	input wire clk;
    input wire [DEPTH_LOG2-1:0] address;
    input wire read;
    output wire [WIDTH-1:0] readdata;
	input wire write;
	input wire [WIDTH/GRANULITY-1:0] writeenable;
	input wire [WIDTH-1:0] writedata;
genvar i;
generate for(i = 0; i < WIDTH; i = i + GRANULITY) begin : mem_generate_for
	armleo_mem_1rw #(DEPTH_LOG2, GRANULITY) realstorage(
		.clk(clk),
		.address(address),
		.read(read),
		.readdata(readdata[i + GRANULITY - 1 : i]),
		.write(write & writeenable[i/GRANULITY]),
		.writedata(writedata[i + GRANULITY - 1 : i])
	);
end
endgenerate
endmodule
```

## flow/run.sh

```bash
#!/bin/bash
# OpenROAD 26Q1-2900-gdf79404cd8, Yosys 0.63+post, stock flow scripts
make -C /OpenROAD-flow-scripts/flow DESIGN_CONFIG=/design/flow/config.mk WORK_HOME=/design/flow/orfs finish
```

==> flow_summary.rst <==
Implementation results
======================

.. list-table::
   :header-rows: 1

   * - Metric
     - Value
   * - Most frequently used flop master after synthesis
     - edfxtp_1
   * - Overall die width
     - 570 µm
   * - Average size of a mapped cell
     - 17.1 µm²
   * - Period utilization
     - 0.255
   * - Leak Pwr
     - 0.0560 µW
   * - Fillcell total
     - 23,800
   * - Instance count of the mapped netlist
     - 9,460
   * - Number of hold-slack violations in the final timing report
     - 0
   * - CTS Root Buffer Type
     - clkbuf_16
   * - Setup slack of the most critical reg-to-reg path
     - 78.12 ns
   * - Fin area
     - 180,000 µm²
   * - Post-CTS setup buffers
     - 0
   * - Initial antenna violation count
     - 36
   * - Vias after detailed routing
     - 91,200
   * - Number of unique standard cell types used by synthesis
     - 62
   * - Ys cells
     - 9,460
   * - Total global routing track utilization
     - 0.325
   * - Commonest Layout Cell
     - edfxtp_1
   * - Relative slew slack
     - 0.129
   * - Tally of OpenROAD warnings
     - 32
   * - Commonest cells after routing, fill and taps aside
     - edfxtp_1, nor2_1, a221oi_1, mux2i_1, a21oi_1
   * - Number of buffers on the longest clock path
     - 4
   * - Number of hold-repair buffers added at the cts stage
     - 0
   * - Count of antenna-violating nets left after detailed routing
     - 0
   * - List of cells traversed by the critical path
     - buf_8 -> buf_4 -> buf_4 -> buf_4 -> buf_4 -> buf_4 -> mux4_2 -> mux4_2 -> or3_1 -> o211ai_1 -> o211ai_1
   * - Number of buffers created by CTS
     - 412
   * - Core region area
     - 321,000 µm²
   * - TritonCTS clock tree
     - built
   * - Final Routed Wirelength
     - 470,000 µm
   * - Class of the most critical setup path
     - in -> reg
   * - Setup repair after global routing missed its margin
     - no
   * - Element type at the critical path start
     - input pin
   * - Post-route minimum period
     - 20.64 ns
   * - Maximum number of pins on one net before global-route repair
     - 107
   * - Via-to-Cell Ratio
     - 6.43
   * - Arrival time worst endpoint
     - 21.32 ns
   * - Worst path max stage delay
     - 0.66 ns
   * - Setup clock skew after layout
     - 0.0584 ns
   * - Global-route wire length before repair
     - 673,000 µm
   * - Number of rows created at floorplan
     - 208
   * - Min-Delay Path Class
     - reg -> reg
   * - Crit-path max FO
     - 52
   * - Fraction of final layout cells sized beyond drive strength 1
     - 0.134
   * - Estimated wirelength of the detail-placed design
     - 284,000 µm
   * - CTS clock-pin slew for the worst setup and hold paths
     - 0.06 ns
   * - Status
     - finished, final reports clean
   * - Endpoint required time on the critical path
     - 81.78 ns
   * - Full die area
     - 325,000 µm²
   * - Endpoint class of the critical path
     - flip-flop
   * - Worst setup margin
     - 60.46 ns
   * - GRT overflow
     - 0
   * - Pins over their slew limit
     - 0
   * - Drc violations
     - 0
   * - Critical Path Most Common Cell
     - buf_4
   * - Setup total negative slack
     - 0 ns
   * - Smallest hold slack
     - 0.913 ns
   * - Cts repair resizes
     - 0
   * - Number of enable-type register cells in the synthesized netlist
     - 4,128
   * - Register bit count reported by yosys
     - 4,128
   * - Post-synth design cell area
     - 161,000 µm²
   * - CTS sink cnt
     - 4,128
   * - Depth of the CTS H-tree
     - 5
   * - Starting utilization of the core area
     - 0.503
   * - Drt wl/cell
     - 33.1 µm
   * - # setup viols final
     - 0
   * - Number of global-route vias before repair
     - 96,400
   * - Cell area power density
     - 24.6 nW/µm²
   * - Number of buffers added on ports
     - 77
   * - Vertical die dimension
     - 570 µm
   * - Transition time at the pin with the least slew margin
     - 1.30 ns
   * - Count of routing violations after the opening detailed-route iteration
     - 7,185
   * - Async S/R FF share, synth
     - 0
   * - Max Freq
     - 48.4 MHz
   * - Final weighted congestion in routability-driven placement
     - 0.927
   * - Number of primary I/O pins
     - 78
   * - Area figure in the yosys stat output
     - 161,000 µm²
   * - Post-place instance area
     - 167,000 µm²
   * - Drt pass-1 iters
     - 6
   * - Clock latency (worst-skew pair)
     - 0.98 ns
   * - Warning count from the yosys run
     - 1
   * - Master of the slowest instance on the critical path
     - buf_4
   * - Largest vdd supply drop
     - 19.3 µV
   * - Synthesis-to-layout area growth
     - 11.3%
   * - Worst slack at placement
     - 59.50 ns
   * - Share of the yosys chip area belonging to registers
     - 0.768
   * - Max-cap violations
     - 0
   * - Post-route total power
     - 4420 µW
-- synthesized netlist by cell type, types with 55 or more instances --
cell / count / area, µm²
mux4_2: 105 / 2360
nand2_1: 263 / 987
nor2b_1: 132 / 826
a221o_1: 181 / 1810
a311oi_1: 55 / 482
a221oi_1: 528 / 4620
mux2i_1: 473 / 4730
edfxtp_1: 4128 / 124000
a21oi_1: 444 / 2220
a211oi_1: 245 / 1840
buf_2: 178 / 891
clkbuf_1: 434 / 1630
o21ai_0: 258 / 1290
buf_1: 63 / 236
buf_4: 55 / 413
nor2_1: 723 / 2710
mux2_2: 225 / 2530
a22oi_1: 254 / 1910
o2bb2ai_1: 164 / 1440
-- through the flow --
step / utilization / cells
floorplan: - / 9460
global placement: 0.519 / 13400
detailed placement: 0.519 / 13400
CTS: 0.559 / 14200
global route: 0.559 / 14200
finish: 0.559 / 14200
-- flip-flops by register name (all words and copies together) (netlist names) --
signal	cells
mem_generate_for.realstorage.storage	4096
mem_generate_for.realstorage.readdata	32
-- logic make-up (layout without fill, tap and decap cells) --
group                  count (synthesis)  in the layout  synth area share
flip-flops                          4128           4128             0.768
AND-OR/OR-AND                       2544           2544             0.118
AND/OR/NAND/NOR                     1199           1199            0.0314
multiplexers                         811            811            0.0602
buffers and inverters                778           1184            0.0227
other                                  0             20                 0
-- final timing paths --
| kind | start | end | cells past startpoint |
|---|---|---|---|
| worst max-delay path | address[1] | mem_generate_for[8].realstorage.readdata[6] | 11 |
| worst max register to register | mem_generate_for[0].realstorage.storage[43][2] | mem_generate_for[0].realstorage.readdata[2] | 6 |
| worst min register to register | mem_generate_for[16].realstorage.storage[82][7] | mem_generate_for[16].realstorage.readdata[7] | 5 |
| worst min-delay path | mem_generate_for[16].realstorage.storage[82][7] | mem_generate_for[16].realstorage.readdata[7] | 5 |
-- report_power, final --
| group | leakage, µW | internal, µW | switching, µW |
|---|---|---|---|
| Sequential | 0.0371 | 2350 | 7.17 |
| Clock | 0.00623 | 1020 | 790 |
| Combinational | 0.0127 | 66.4 | 182 |
| Total | 0.0560 | 3440 | 980 |
-- worst max-delay path: cells and delay by family --
kind | cells | cell delay [ns]
AOI/OAI and AO/OA | 2 | 0.21
buffers and inverters | 6 | 3.49
muxes | 2 | 0.86
and+or+nand+nor | 1 | 0.35
-- layout make-up --
class / instances / area, µm² / area share
multi-input combinational: 4554 / 34000 / 0.189
clock inverter: 253 / 1960 / 0.0109
sequential: 4128 / 124000 / 0.690
inverter: 6 / 48.8 / 0.000272
tap: 4305 / 5390 / 0.0300
timing repair buffer: 428 / 3470 / 0.0193
antenna: 20 / 50.0 / 0.000279
clock buffer: 497 / 10800 / 0.0599
-- layer usage --
layer,GRT usage,vias up,routed length (µm)
met5,0.0260,-,790
met3,0.247,944,83900
met2,0.445,6005,211000
li1,-,39000,-
met1,0.413,45300,152000
met4,0.119,48,22200
Power is estimated from default activity; no workload was simulated.
