===== ./run.sh =====
#!/bin/bash
# OpenROAD 26Q1-2900-gdf79404cd8, Yosys 0.63+post, stock flow scripts
make -C /OpenROAD-flow-scripts/flow DESIGN_CONFIG=/design/flow/config.mk WORK_HOME=/design/flow/orfs finish

===== ./config.mk =====
export PLATFORM = sky130hd
export DESIGN_NAME = armleo_regfile_2r1w
export DESIGN_NICKNAME = armleo_regfile_2r1w
export VERILOG_FILES = /design/flow/design.v
export SDC_FILE = /design/flow/constraint.sdc
export NUM_CORES = 4
export LEC_CHECK = 1
export CORE_UTILIZATION = 30

===== ./constraint.sdc =====
current_design armleo_regfile_2r1w

set clk_period 11.2
set clk_io_pct 0.2

create_clock -name clk0 -period $clk_period [get_ports {clk}]

set non_clock_inputs [all_inputs -no_clocks]
set_input_delay [expr $clk_period * $clk_io_pct] -clock clk0 $non_clock_inputs
set_output_delay [expr $clk_period * $clk_io_pct] -clock clk0 [all_outputs]

===== ./design.v =====
module armleo_mem_1r1w (clk, read_addr, read, read_data, write_addr, write, write_data);
	parameter DEPTH_LOG2 = 5;
	localparam ELEMENTS = 2**DEPTH_LOG2;
	parameter WIDTH = 32;
	input wire clk;
    input wire [DEPTH_LOG2-1:0] read_addr;
    input wire read;
	output reg [WIDTH-1:0] read_data;
	input wire [DEPTH_LOG2-1:0] write_addr;
	input wire write;
	input wire  [WIDTH-1:0] write_data;
reg [WIDTH-1:0] storage[ELEMENTS-1:0];
always @(posedge clk) begin
	if(write) begin
		storage[write_addr] <= write_data;
	end
	if(read)
		read_data <= storage[read_addr];
end
endmodule
module armleo_regfile_2r1w(
    input  wire                     clk,
    input  wire                     rst_n,
    input  wire                     rs1_read,
    input  wire [DEPTH_LOG2-1:0]    rs1_addr,
    output wire [WIDTH-1:0]         rs1_rdata,
    input  wire                     rs2_read,
    input  wire [DEPTH_LOG2-1:0]    rs2_addr,
    output wire [WIDTH-1:0]         rs2_rdata,
    input  wire [DEPTH_LOG2-1:0]    rd_addr,
    input  wire [WIDTH-1:0]         rd_wdata,
    input  wire                     rd_write
);
parameter WIDTH = 32;
parameter DEPTH_LOG2 = 5;
wire                         write = !rst_n  ? 1 : (rd_write && (rd_addr != 0));
wire [DEPTH_LOG2-1:0] write_addr = !rst_n  ? 0 : rd_addr;
wire [WIDTH-1:0]         write_data = !rst_n  ? 0 : rd_wdata;
armleo_mem_1r1w #(.DEPTH_LOG2(DEPTH_LOG2), .WIDTH(WIDTH)) lane0(
    .clk(clk),
    .read_addr(rs1_addr),
    .read(rs1_read),
    .read_data(rs1_rdata),
    .write(write),
    .write_addr(write_addr),
    .write_data(write_data)
);
armleo_mem_1r1w #(.DEPTH_LOG2(DEPTH_LOG2), .WIDTH(WIDTH)) lane1(
    .clk(clk),
    .read_addr(rs2_addr),
    .read(rs2_read),
    .read_data(rs2_rdata),
    .write(write),
    .write_addr(write_addr),
    .write_data(write_data)
);
endmodule

==> results.sh <==
# yosys + openroad results
export IMPL_outcome="finished, final reports clean"
export IMPL_reg2reg_depth=5
export IMPL_globalplace_congestion=0.8754
export IMPL_port_buffers=115
export IMPL_r2r_start="lane1.storage[2][20]$_DFFE_PP_"
export IMPL_area_leaders="edfxtp_1 (64%), mux2i_1 (20%), a22oi_1 (2.8%)"
export IMPL_placed_cell_area_um2=54760
export IMPL_final_common_cell="edfxtp_1"
export IMPL_hp_class="register to register"
export IMPL_row_count=150
export IMPL_gr_total_overflow=0
export IMPL_clk_pin_slew_ns=0.06
export IMPL_synth_top_area_share=0.6414
export IMPL_drcViolationCount=0
export IMPL_clock_latency_ns=0.72
export IMPL_cp_data_arrival_time_ns=5.72
export IMPL_synth_area_um2=50940
export IMPL_antenna_found_initial=4
export IMPL_required_ns=11.66
export IMPL_final_setup_tns_ns=0
export IMPL_postSynthAreaPerCell_um2=14.58
export IMPL_crit_end="lane1.read_data[1]$_DFFE_PP_"
export IMPL_cts_setup_buffers=0
export IMPL_warning_count=26
export IMPL_dr_pass1_iters=5
export IMPL_seqPwrFrac=0.516
export IMPL_grtUsageTotal=0.2026
export IMPL_final_core_util=0.3467
export IMPL_fill_cells=15790
export IMPL_cts_made_buffers=105
export IMPL_slew_headroom=0.3818
export IMPL_drive_above_1_share=0.09455
export IMPL_die_area_um2=171400
export IMPL_max_cap_violations=0
export IMPL_swShare=0.2317
export IMPL_grt_pass1_vias=33470
export IMPL_p_sw_mw=2.056
export IMPL_dp_slack_ns=5.261
export IMPL_fp_utilization=0.3036
export IMPL_pin_count=116
export IMPL_reg2reg_slack_ns=9.43
export IMPL_die_height_um=414.1
export IMPL_ctsHtreeMaxLevel=3
export IMPL_finalSetupViolCount=0
export IMPL_synth_seq_share=0.6414
export IMPL_critPathKind="input port to register"
export IMPL_syn2layout_area_growth_pct=14.21
export IMPL_cp_end_kind="register"
export IMPL_hold_violations=0
export IMPL_postSynthCellCount=3493
export IMPL_power_internal_mw=6.818
export IMPL_fmax_ghz=0.1901
export IMPL_ir_drop_mv=0.1244
export IMPL_tightest_slew_ns=0.9274
export IMPL_finalCritPeriodShare=0.4696
export IMPL_final_cell_mix="edfxtp_1 (1088), mux2i_1 (1024), nand3_1 (196)"
export IMPL_clkSinkCount=1088
export IMPL_powerDensity_nw_per_um2=152.5
export IMPL_drt_first_iter_violations=2142
export IMPL_cp_startpoint="rs2_addr[1]"
export IMPL_yosys_register_bits=1088
export IMPL_leakagePower_nw=19.85
export IMPL_dpl_hpwl_mm=94.27
export IMPL_setup_ws_ns=5.940
export IMPL_postCtsHoldBufs=0
export IMPL_grt_max_degree=99
export IMPL_cts_buffer_depth=3
export IMPL_rsz0062_at_grt="no"
export IMPL_via_count=32310
export IMPL_clock_skew_ns=0.01492
export IMPL_clockPowerShare=0.403
export IMPL_critPathMaxFanout=67
export IMPL_slew_viol_final=0
export IMPL_cts_resized=0
export IMPL_finalInstanceArea_um2=58170
export IMPL_drt_wl_total_mm=167.0
export IMPL_p_comb_frac=0.081
export IMPL_min_period_ns=5.260
export IMPL_placeableCoreArea_um2=167800
export IMPL_ys_cells=3493
export IMPL_cts_tree="yes"
export IMPL_synth_cell_type_count=24
export IMPL_antenna_left=0
export IMPL_ys_chip_area_um2=50940
export IMPL_startpoint_type="input port"
export IMPL_fp_dieW_um=414.1
export IMPL_yosys_warnings=1
export IMPL_r2r_end="lane1.read_data[20]$_DFFE_PP_"
export IMPL_top_area_cell="edfxtp_1"
export IMPL_grt_pass1_wl_mm=237.5
export IMPL_wl_per_cell_um=28.32
export IMPL_routed_via_density=5.480
export IMPL_root_buffer="clkbuf_16"
[stage by stage]
step | std cells | hold slack, ns | power (mW)
finish | 5897 | 0.7088 | 8.874
global placement | 5700 | 0.6924 | 5.378
floorplan | 3493 | 0.6552 | 5.076
detailed placement | 5700 | 0.6946 | 5.379
CTS | 5895 | 0.7116 | 8.915
global route | 5895 | 0.7386 | 9.097
[state kept, by name, summed over array words and instances (netlist names)]
signal and flops:
lane0.storage 32, lane1.read_data 32, lane0.read_data 32, lane1.storage 992
[logic make-up after synthesis]
| logic type | count (synthesis) | synth area share |
|---|---|---|
| multiplexers | 1024 | 0.2012 |
| AND/OR/NAND/NOR | 545 | 0.04920 |
| buffers and inverters | 258 | 0.03088 |
| AND-OR/OR-AND | 578 | 0.07726 |
| flip-flops | 1088 | 0.6414 |
[worst max-delay path, stage by stage]
cell     delay (ns)
buf_8          0.52
buf_4          0.74
buf_4          0.60
buf_4          0.69
mux2i_1        0.28
a22o_1         0.17
nor3_1         0.06
a31oi_1        0.18
nand3_1        0.09
[area by class of cell]
type,count,area [um2],area share
Tap cell,2204,2758,0.04740
Inverter,1,3.754,0.00006452
Multi-Input combinational cell,2147,16990,0.2920
Antenna cell,2,5.005,0.00008603
Sequential cell,1088,32670,0.5616
Timing Repair Buffer,260,2335,0.04013
Clock buffer,121,2688,0.04620
Clock inverter,74,724.4,0.01245
[power by group through the flow]
stage                 clock, mW  sequential, mW  combinational (mW)
final                      3.58            4.58               0.718
after global routing       3.76            4.58               0.759
after CTS                  3.62            4.58               0.714
[cell usage after synthesis]
cell / n
a22oi_1: 192
edfxtp_1: 1088
nand2b_1: 5
a31oi_1: 65
and2_1: 34
or2_2: 2
nand4b_1: 2
nor2_1: 36
a22o_1: 128
mux2i_1: 1024
buf_4: 50
a21oi_1: 193
nand2_1: 197
nand3_1: 196
or3_1: 1
nor2b_1: 6
clkbuf_4: 4
buf_1: 10
clkbuf_1: 77
buf_2: 75
nand4_1: 2
inv_1: 1
nor3_1: 64
buf_6: 41
[how the worst min path moves through the flow]
stage / depth (start not counted) / startpoint / endpoint
after CTS: 4 / lane1.storage[27][21]$_DFFE_PP_ / lane1.read_data[21]$_DFFE_PP_
after global routing: 4 / lane1.storage[9][31]$_DFFE_PP_ / lane0.read_data[31]$_DFFE_PP_
final: 4 / lane1.storage[16][26]$_DFFE_PP_ / lane1.read_data[26]$_DFFE_PP_
[layer usage]
metal  vias to the layer above  share of wire  track usage
met3                       360           0.14       0.1173
met1                     15980           0.34       0.2292
li1                      14010              -            -
met4                         6          0.046      0.07511
met5                         -        0.00023     0.002223
met2                      1956           0.48       0.3192
Power figures rest on the tool's default switching activity, not on a simulated workload.
