==> ./config.mk <==
export PLATFORM = sky130hd
export DESIGN_NAME = armleo_round_robin
export DESIGN_NICKNAME = armleo_round_robin
export VERILOG_FILES = /design/flow/design.v
export SDC_FILE = /design/flow/constraint.sdc
export NUM_CORES = 4
export LEC_CHECK = 1
export CORE_AREA = 10 10 70 70
export DIE_AREA = 0 0 80 80
==> ./constraint.sdc <==
current_design armleo_round_robin

set clk_period 5.7
set clk_io_pct 0.2

create_clock -name clk0 -period $clk_period [get_ports {clk}]

set non_clock_inputs [all_inputs -no_clocks]
set_input_delay [expr $clk_period * $clk_io_pct] -clock clk0 $non_clock_inputs
set_output_delay [expr $clk_period * $clk_io_pct] -clock clk0 [all_outputs]
==> ./design.v <==
module armleo_round_robin(
    clk, rst_n, request, grant, ack, grant_idx
);
input logic clk;
input logic rst_n;
parameter WIDTH = 4;
localparam WIDTH_CLOG2 = $clog2(WIDTH);
input logic                 ack;      
input logic [WIDTH-1:0]     request;
logic [WIDTH_CLOG2-1:0]     rotation;  
logic [WIDTH_CLOG2-1:0]     rotation_nxt;  
logic [WIDTH-1:0]           rotated_req;  
logic [WIDTH-1:0]           rotated_grant;  
output logic [WIDTH-1:0]    grant;  
output logic [WIDTH_CLOG2-1:0] grant_idx;
logic found_priority;
always_ff @(posedge clk) begin
    if(!rst_n) begin
        rotation <= 0;
    end else begin
        if(ack) begin
            rotation <= rotation_nxt;
        end
    end
end
integer i;
always_comb begin
    rotated_req = {request, request} >> rotation;
    found_priority = 0;
    rotated_grant = 0;
    rotation_nxt = rotation;
    for (i = 0; i < WIDTH; i = i + 1) begin
        if(!found_priority && rotated_req[i]) begin
            rotated_grant[i] = 1;
            rotation_nxt = (rotation + i + 1) % WIDTH;
            found_priority = 1;
        end
    end
    grant = ({rotated_grant, rotated_grant} << rotation) >> WIDTH;
    grant_idx = 0;
    for (int i = 0; i < WIDTH; i++) begin
        if (grant[i]) begin
            grant_idx = i[WIDTH_CLOG2-1:0];
        end
    end
end
endmodule
==> ./run.sh <==
#!/bin/bash
# OpenROAD 26Q1-2900-gdf79404cd8, Yosys 0.63+post, stock flow scripts
make -C /OpenROAD-flow-scripts/flow DESIGN_CONFIG=/design/flow/config.mk WORK_HOME=/design/flow/orfs finish
==> flow_summary.ini <==
; implementation run metrics
[final_layout]
largest_reg_flops = 2
final_util_pct = 16.9
num-fill-cells = 393
drive_gt1_share_pct = 18.8
largest_register = rotation
mostFrequentLayoutCells = 12 x clkdlybuf4s50_1, 9 x nand2_1, 5 x a21oi_1
area_growth_pct = 33.6
top_regs = rotation x2
layout_top_cell = clkdlybuf4s50_1

[grt]
grt_overflow_total = 0
grt_pass1_vias = 386
grt_max_degree = 17
grt.total_usage_pct = 3.33
use_met1_pct = 4.18
busiest_layer = met2
use_met2_pct = 4.65
grt_pass1_wl_mm = 1.77
antenna_found_initial = 0
use_met3_pct = 2.27

[yosys]
postSynthSeqShare_pct = 9.28
yosys_area_um2 = 432
syn-cell-area_um2 = 432
ys_seq_elements = 2
yosysCellCount = 56
ys.flop_type = dfxtp_1
synthTopCellsByArea = dfxtp_1 9.3%, nand2_1 7.8%, mux2_4 7.0%
yosysUniqueCellTypes = 27
top_area_cell = dfxtp_1
synth_cells = 56
edf_count = 0
top_cell_area_share_pct = 9.28
async_reset_ff_share_pct = 0
syn_area_per_cell_um2 = 7.71
yosys_warnings = 1

[cts]
post_cts_resized = 0
post_cts_buffers = 0
cts.clk_slew.worst_paths_ns = 0.03
cts_tree = done
h-tree-depth = 1
clkLatencyLatePin_ns = 0.22
hold_buffers = 0
cts_buffer_depth = 2
cts_inserted_buffers = 3
root_buffer = clkbuf_4
cts_sinks = 2

[pwr]
netSwitchingPower_uw = 38.4
peakVddDrop_mv = 0.0325
power_uw = 111
leakage_nw = 0.214
p_int_uw = 72.6
sw_frac_of_total_pct = 34.6
comb_power_share_pct = 49.3
clockPowerShare_pct = 27.3
seqPwrFrac_pct = 23.4
pwr_density_cell_nw_per_um2 = 193

[routing]
drtIter0Drc = 107
drt_first_pass_iters = 2
vias = 397
viasPerCell = 3.61
antenna_cells_inserted = 0
drc_errors = 0
ant_nets = 0
wl_per_cell_um = 9.34
wirelength_mm = 1.03

[placement]
portBuffers = 12
place_hpwl_um = 804
place.gp.congestion = 0.724

[die]
die_area_um2 = 6400
fp-utilization_pct = 12.6
die_w_um = 80
fp.coreArea_um2 = 3420
num_rows = 21
die_h_um = 80
io_pins = 13

[min_path]
hp-start = rotation[0]
min_path_type = flip-flop to flip-flop
holdPathEnd = rotation[0]
worstHoldPathCells = 2

[timing]
rsz0062_at_grt = no
fmax_ghz = 0.251
finalClockSkew_ns = 0.00219
hold_viol_final = 0
maxSlewViolCount = 0
worst_pin_slew_ns = 0.547
finalCritPeriodShare_pct = 70.0
setup_viol = 0
min_period_ns = 3.99
slew_headroom_pct = 63.5
tns_ns = 0

[critical_path]
worstReg2RegStart = rotation[1]
crit_fanout = 11
crit_type = primary input to output pin
crit_path_start_kind = primary input
worstPathArrival_ns = 2.85
worstPathCellList = clkdlybuf4s50_1 > or2_1 > a21oi_1 > o21ai_1 > nand2_1 > clkdlybuf4s50_1
r2r_cells = 4
required_ns = 4.56
critical_path.top_delay_family = buffers and inverters
r2r_end = rotation[1]
cp_slowest_cell = clkdlybuf4s50_1
max_stage_delay_ns = 0.60
r2r_setup_slack_ns = 4.09
worst-path-buf-inv = 2
worst_path_most_repeated_cell = clkdlybuf4s50_1
cp-end-kind = output pin

[flow_run]
maxCapViolations = 0
warnings = 25

[outcome]
status = finished clean
## metrics by stage
step           cells  area, µm²  hold WS (ns)  worst slack, ns
2_1_floorplan     56        432         0.604             2.78
3_3_place_gp     107        554         0.618             1.71
3_5_place_dp     107        554         0.632             1.69
4_1_cts          110        577         0.635             1.69
5_1_grt          110        577         0.661             1.54
6_report         110        577         0.633             1.71
## worst reg2reg max path, stage by stage, from the launching register on
cell and delay (ns):
dfxtp_1 0.65, mux2_4 0.36, o41ai_4 0.27, a211oi_2 0.08
mux2i_1 0.13
## routing by layer
metal  up-vias  wire length (µm)  share of wire [%]
met3         0               105                 10
li1        215                 -                  -
met4         0                 0                  0
met5         -                 0                  0
met1       172               474                 46
met2        10               447                 44
## worst max-delay path by stage
stage               from      endpoint  slack, ns  cells past startpoint
CTS           request[0]  grant_idx[1]       1.69                      6
global route  request[2]  grant_idx[1]       1.54                      5
finish        request[3]  grant_idx[1]       1.71                      6
## synthesized netlist by cell type, types with 2 or more instances
master,instances
buf_2,2
o221ai_1,3
o21ai_1,3
a211oi_2,2
nand2b_1,2
or2_1,2
a21oi_1,5
nand2_1,9
buf_6,2
dfxtp_1,2
inv_1,4
mux2i_1,2
mux2_4,2
buf_4,2
o211ai_1,2
## power by group through the flow
stage | clock (mW) | sequential (mW) | combinational (mW)
final | 0.0303 | 0.0260 | 0.0547
after global routing | 0.0343 | 0.0269 | 0.0619
after CTS | 0.0326 | 0.0258 | 0.0559
## layout make-up
type	count	area, µm²	share of cell area [%]
clock buffer	3	22.5	3.90
inverter	5	18.8	3.25
multi-input combinational	42	318	55.1
sequential	2	40.0	6.94
tap	46	57.6	9.98
timing repair buffer	12	120	20.8
## cell families after synthesis
group | after synthesis | share of synthesized area [%]
flip-flops | 2 | 9.28
AND/OR/NAND/NOR | 19 | 24.1
multiplexers | 4 | 11.6
buffers and inverters | 12 | 17.1
AND-OR/OR-AND | 19 | 38.0
Power is estimated from default activity; no workload was simulated.
